### flow/config.mk
export PLATFORM = sky130hd
export DESIGN_NAME = UART_Controller
export DESIGN_NICKNAME = UART_Controller
export VERILOG_FILES = /design/flow/design.v
export SDC_FILE = /design/flow/constraint.sdc
export NUM_CORES = 4
export LEC_CHECK = 1
export CORE_UTILIZATION = 50
### flow/constraint.sdc
current_design UART_Controller

set clk_period 2.0
set clk_io_pct 0.2

create_clock -name clk0 -period $clk_period [get_ports {clk}]

set non_clock_inputs [all_inputs -no_clocks]
set_input_delay [expr $clk_period * $clk_io_pct] -clock clk0 $non_clock_inputs
set_output_delay [expr $clk_period * $clk_io_pct] -clock clk0 [all_outputs]
### flow/design.v
module UART 
	#(parameter clock_divider = 11'd25)  
	(
	input	data_ready, 
	input rx, 
	input uart_clk, 
	input read_uart, 
	input [7:0]data_in, 
	output [7:0]data_out, 
	output reg transmit_end = 1'b1, 
	output reg rx_available, 
	output reg tx= 1'b1 
	);
	parameter idle= 4'd0, start= 4'd1, data0= 4'd2, data1= 4'd3, data2= 4'd4, data3= 4'd5, data4= 4'd6, data5= 4'd7, data6= 4'd8, data7= 4'd9, end1= 4'd10;
	reg [10:0]count=11'd1;
	reg tx_ready= 1'b0;
	reg [3:0]tx_state=idle;  
	reg [7:0] tx_buffer; 
	reg [7:0] rx_buffer; 
	assign data_out=(rx_available==1'b1)? rx_buffer:8'b0;
	always@ (negedge uart_clk)
		begin
			if (transmit_end==1'b1 && data_ready==1'b1 && tx_ready==1'b0)
				begin
					tx_ready<=1'b1;
					tx_buffer<=data_in;
				end
			else
				begin
					if (transmit_end==1'b0)
						begin
							tx_ready<=1'b0;
						end
				end
		end
	always@ (posedge uart_clk)
		begin
			case (tx_state)
					idle:
						begin
							tx<=1'b1;
							if (tx_ready ==1'b1)
								begin
									tx_state<= start;
									transmit_end <= 1'b0;
								end
						end
					start:
							begin
								tx<=1'b0;
								if (count==clock_divider)
									begin
										count<=11'd1;
										tx_state<= data0;
									end
								else
									begin
										count<=count+11'd1;
									end
							end
					data0:
							begin
								if (tx_buffer[0] ==1'b1)
									begin
										tx<=1'b1;
									end
								if (count==clock_divider)
									begin
										count<=11'd1;
										tx_state<= data1;
									end
								else
									begin
										count<=count+11'd1;
									end
							end
					data1:
							begin
								if (tx_buffer[1] ==1'b1)
									begin
										tx<=1'b1;
									end
								else
									begin
										tx<=1'b0;
									end
								if (count==clock_divider)
									begin
										count<=11'd1;
										tx_state<= data2;
									end
								else
									begin
										count<=count+11'd1;
									end
							end
					data2:
							begin
								if (tx_buffer[2] ==1'b1)
									begin
										tx<=1'b1;
									end
								else
									begin
										tx<=1'b0;
									end
								if (count==clock_divider)
									begin
										count<=11'd1;
										tx_state<= data3;
									end
								else
									begin
										count<=count+11'd1;
									end
							end
					data3:
							begin
								if (tx_buffer[3] ==1'b1)
									begin
										tx<=1'b1;
									end
								else
									begin
										tx<=1'b0;
									end
								if (count==clock_divider)
									begin
										count<=11'd1;
										tx_state<= data4;
									end
								else
									begin
										count<=count+11'd1;
									end
							end
					data4:
							begin
								if (tx_buffer[4] ==1'b1)
									begin
										tx<=1'b1;
									end
								else
									begin
										tx<=1'b0;
									end
								if (count==clock_divider)
									begin
										count<=11'd1;
										tx_state<= data5;
									end
								else
									begin
										count<=count+11'd1;
									end
							end
					data5:
							begin
								if (tx_buffer[5] ==1'b1)
									begin
										tx<=1'b1;
									end
								else
									begin
										tx<=1'b0;
									end
								if (count==clock_divider)
									begin
										count<=10'd1;
										tx_state<= data6;
									end
								else
									begin
										count<=count+10'd1;
									end
							end
					data6:
							begin
								if (tx_buffer[6] ==1'b1)
									begin
										tx<=1'b1;
									end
								else
									begin
										tx<=1'b0;
									end
								if (count==clock_divider)
									begin
										count<=11'd1;
										tx_state<= data7;
									end
								else
									begin
										count<=count+11'd1;
									end
							end
					data7:
							begin
								if (tx_buffer[7] ==1'b1)
									begin
										tx<=1'b1;
									end
								else
									begin
										tx<=1'b0;
									end
								if (count==clock_divider)
									begin
										count<=11'd1;
										tx_state<= end1;
									end
								else
									begin
										count<=count+11'd1;
									end
							end
					end1:
							begin
								tx<=1'b1;
								if (count==clock_divider)
									begin
										count<=11'd1;
										tx_state<= idle;
										transmit_end <= 1'b1;
									end
								else
									begin
										count<=count+11'd1;
									end
							end
				endcase
		end	
	reg [3:0]rx_state = idle;  
	reg receive_end = 1'b0;
	reg [10:0]count2 = 11'b1;
	parameter clock_divider_half = 11'd12;  
	reg read_data=1'b0;
	reg last_receive_end=1'b0;
	always@ (negedge uart_clk)
		begin
			if (receive_end == 1'b1 && last_receive_end==1'b0)
				begin
					read_data=1'b0;
				end
			else
				begin
					if (read_uart==1'b1)
						begin
							read_data=1'b1;
						end
				end
			if (receive_end == 1'b0 || read_data == 1'b1)
				begin
					rx_available=1'b0;
				end
			else
				begin
					rx_available=1'b1;
				end
			last_receive_end=receive_end;
		end
	always@ (posedge uart_clk)
		begin
			case (rx_state)
					idle:
							if (rx==1'b0)
								begin
									rx_state<=start;
								end
					start:
							begin
								if (count2 ==clock_divider_half)
									begin
										receive_end <= 1'b0;
										rx_state<= data0;
										count2 <= 11'b1;
									end
								else
									begin
										if (rx ==1'b0)
											begin
												count2<=count2+11'd1;
											end
										else
											begin
												rx_state<= idle;
												count2 <= 11'b1;
											end
									end
							end
					data0:
							begin
								if (count2 ==clock_divider)
									begin
										if (rx ==1'b1)
											begin
												rx_buffer[0]<=1'b1;
											end
										else
											begin
												rx_buffer[0]<=1'b0;
											end
										rx_state<= data1;
										count2 <= 11'b1;
									end
								else
									begin
										count2<=count2+11'd1;
									end
							end
					data1:
							begin
								if (count2 ==clock_divider)
									begin
										if (rx ==1'b1)
											begin
												rx_buffer[1]<=1'b1;
											end
										else
											begin
												rx_buffer[1]<=1'b0;
											end
										rx_state<= data2;
										count2 <= 11'b1;
									end
								else
									begin
										count2<=count2+11'd1;
									end
							end
					data2:
							begin
								if (count2 ==clock_divider)
									begin
										if (rx ==1'b1)
											begin
												rx_buffer[2]<=1'b1;
											end
										else
											begin
												rx_buffer[2]<=1'b0;
											end
										rx_state<= data3;
										count2 <= 11'b1;
									end
								else
									begin
										count2<=count2+11'd1;
									end
							end
					data3:
							begin
								if (count2 ==clock_divider)
									begin
										if (rx ==1'b1)
											begin
												rx_buffer[3]<=1'b1;
											end
										else
											begin
												rx_buffer[3]<=1'b0;
											end
										rx_state<= data4;
										count2 <= 11'b1;
									end
								else
									begin
										count2<=count2+11'd1;
									end
							end
					data4:
							begin
								if (count2 ==clock_divider)
									begin
										if (rx ==1'b1)
											begin
												rx_buffer[4]<=1'b1;
											end
										else
											begin
												rx_buffer[4]<=1'b0;
											end
										rx_state<= data5;
										count2 <= 11'b1;
									end
								else
									begin
										count2<=count2+11'd1;
									end
							end
					data5:
							begin
								if (count2 ==clock_divider)
									begin
										if (rx ==1'b1)
											begin
												rx_buffer[5]<=1'b1;
											end
										else
											begin
												rx_buffer[5]<=1'b0;
											end
										rx_state<= data6;
										count2 <= 11'b1;
									end
								else
									begin
										count2<=count2+11'd1;
									end
							end
					data6:
							begin
								if (count2 ==clock_divider)
									begin
										if (rx ==1'b1)
											begin
												rx_buffer[6]<=1'b1;
											end
										else
											begin
												rx_buffer[6]<=1'b0;
											end
										rx_state<= data7;
										count2 <= 11'b1;
									end
								else
									begin
										count2<=count2+11'd1;
									end
							end
					data7:
							begin
								if (count2 ==clock_divider)
									begin
										if (rx ==1'b1)
											begin
												rx_buffer[7]<=1'b1;
											end
										else
											begin
												rx_buffer[7]<=1'b0;
											end
										rx_state<= end1;
										count2 <= 1'b1;
									end
								else
									begin
										count2<=count2+11'd1;
									end
							end
					end1:
							begin
								if (count2 ==clock_divider)
									begin
										rx_state<= idle;
										count2 <= 11'b1;
										receive_end <= 1'b1;
									end
								else
									begin
										count2<=count2+11'd1;
									end
							end
				endcase
	end
endmodule 
module UART_Controller(tx_finish_led,rx_availble_led,tx_led, rx_led, tx_signal_btn, clk, tx_btn, rx_btn, tx_pin, rx_pin);
	output [7:0]tx_led;  
	output [7:0]rx_led;  
	output tx_pin;  
	input rx_pin;  
	output tx_finish_led;  
	output rx_availble_led;
	input  [7:0]tx_signal_btn;  
	input clk;  
	input tx_btn;  
	input rx_btn;  
	wire data_ready_btn, read_rx_btn;
	reg new_clk=1'b0;
	always@ (posedge clk)
		begin
			new_clk=~new_clk;
		end
	assign data_ready_btn=~tx_btn;
	assign read_rx_btn=~rx_btn;
	assign tx_led=tx_signal_btn;
	UART uart_module(.uart_clk(new_clk), .tx(tx_pin), .rx(rx_pin), .data_in(tx_signal_btn), .data_out(rx_led), .data_ready(data_ready_btn), .transmit_end(tx_finish_led), .read_uart(read_rx_btn), .rx_available(rx_availble_led)); 
endmodule 
### flow/run.sh
#!/bin/bash
# OpenROAD 26Q1-2900-gdf79404cd8, Yosys 0.63+post, stock flow scripts
make -C /OpenROAD-flow-scripts/flow DESIGN_CONFIG=/design/flow/config.mk WORK_HOME=/design/flow/orfs finish
==> results_dict.tcl <==
# implementation run metrics
set metrics [dict create \
    globalplace.congestion 0.8471 \
    fin_crit_sh_pct 87.72 \
    cpPeakStageDelay_ps 490 \
    tns_ps 0 \
    row_count 26 \
    grt_usage_pct 16.11 \
    postSynthSeqShare_pct 57.72 \
    critPathKind "in -> out" \
    ant_nets 0 \
    design.core.area_um2 5172 \
    r2r_cells 1 \
    timing.final.hold_violations 0 \
    p_total_mw 0.07222 \
    max_cap_violations 0 \
    ys.warnings.count 2 \
    untimed_endpoints 113 \
    ys_cells 233 \
    pwr_density_cell_nw_per_um2 23.75 \
    pre_cts_ws_ps 227.8 \
    clk_pin_slew_worst_paths_ps 0 \
    worstPathArrival_ps 1350 \
    remaining_drc_errors 0 \
    relSlewSlack_pct 37.42 \
    synth.distinct_cells 46 \
    cp_cell_sequence "clkdlybuf4s50_1 -> clkdlybuf4s50_1" \
    status "completed" \
    slowest_stage "clkdlybuf4s50_1" \
    synthArstFlopShare_pct 0 \
    peakVddDrop_v 0.00003256 \
    diodes 0 \
    firstDrtPassIters 4 \
    rsz0062_at_grt "false" \
    maxSlewViolCount 0 \
    cp.required_ps 1600 \
    wl_um 4296 \
    syn_inst 233 \
    ys_chip_area_um2 2723 \
    synth-edff-count 49 \
    route.vias.total 1708 \
    cp-start-kind "input pin" \
    initialDrtViolationCount 58 \
    crit_family "buffers and inverters" \
    avgRoutedWirePerCell_um 13.43 \
    cts_setup_buffers 0 \
    drive_gt1_share_pct 3.600 \
    min_period_ps 1754 \
    die_area_um2 5744 \
    hold_path.class "reg -> reg" \
    io_pins 31 \
    crit_path_frequent_cell "clkdlybuf4s50_1" \
    core_util_floorplan_pct 52.64 \
    area_growth_pct 11.67 \
    overflow 0 \
    post_drt_via_cell_ratio 5.338 \
    clock.fmax_mhz 570.0 \
    numPortBuffers 30 \
    unclocked_pins 53 \
    warning_count 32 \
    cp_max_fo 2 \
    reg2reg_slack_ps 1350 \
    fin_skew_ps 0 \
    power_leakage_nw 1.038 \
    netlist_area_um2 2723 \
    die_h_um 75.79 \
    grt_pass1_wl_um 6775 \
    ff_type "edfxtp_1" \
    placed_area_um2 3040 \
    hold_path_startpoint "new_clk$_DFF_P_" \
    path_depth 2 \
    endpoint "tx_led[0]" \
    crit_path_end_kind "output port" \
    first_global_vias 1482 \
    synth-seq-cells 54 \
    finalSetupViolCount 0 \
    worstSkewPairLatency_ps 0 \
    max_slew.worst_pin.slew_ps 935.3 \
    antenna_found_initial 0 \
    design_area_um2 3040 \
    ctsResizeCount 0 \
    grt_max_degree 42 \
    place_hpwl_um 3248 \
    setup_slack_ps 245.7 \
    syn-mean-instance-area_um2 11.69 \
    cp_num_buf_inv 2 \
    crit_start "tx_signal_btn[0]" \
    hold_buffers 0 \
    timing.rr.start "new_clk$_DFF_P_" \
    fillers 392 \
    fp.dieW_um 75.79 \
    r2r_end "new_clk$_DFF_P_" \
]
## flip-flops by register name (all words and copies together), names as in the netlist, 4 cells and up
signal,flops
uart_module.count,11
uart_module.count2,11
uart_module.rx_buffer,8
uart_module.rx_state,4
uart_module.tx_buffer,8
uart_module.tx_state,4
## per-stage QoR
stage               cells  util (%)  hold WS (ps)
global route          320     58.78         621.5
floorplan             233         -         866.4
finish                320     58.78         569.5
detailed placement    320     58.78         578.4
global placement      320     58.78         548.6
CTS                   320     58.78         577.1
## final cells by class
class,instances,area (µm²),share of cell area (%)
Sequential cell,54,1572,51.69
Timing Repair Buffer,33,322.8,10.62
Inverter,11,41.29,1.358
Tap cell,70,87.58,2.881
Multi-Input combinational cell,152,1017,33.46
## power breakdown
part	internal [mW]	leakage [nW]	total, mW	switching [mW]
clock network	0	0	0	0
registers	0.0268	0.533	0.0268	0
logic	0.0335	0.505	0.0454	0.0119
total	0.0603	1.04	0.0722	0.0119
## cells in the final DEF (no fill, tap or decap), drive strengths merged, types with 2 or more instances in the layout
cell and count:
xnor2 14, o22ai 3, a21oi 6, dfxtp 5, nand2 9, o31ai 2, and4b 2, edfxtp 49
nor2b 3, a31oi 3, and3 3, a22o 2, o21a 2, xor2 6, nand2b 9, and2 10
ha 5, buf 3, inv 11, nand4 2, mux2i 3, a41oi 2, nor4 8, clkdlybuf4s50 30
nor3 10, nor2 24, nand3 8, o21ai 3
## worst min-delay path by stage
stage	to	slack (ps)	cells past startpoint
final	new_clk$_DFF_P_	570	1
after global routing	new_clk$_DFF_P_	620	1
after CTS	new_clk$_DFF_P_	580	1
## logic make-up after synthesis
| group | synth area share (%) |
|---|---|
| flops | 57.72 |
| xor+xnor | 6.434 |
| fa+ha+maj | 2.298 |
| compound gates | 7.951 |
| buf+inv | 4.917 |
| mux | 1.103 |
| simple gates | 19.58 |
## cell usage after synthesis, types with 5 or more instances
cell / instances / area share, %
a21oi_1: 6 / 1.1
and2_1: 10 / 2.3
buf_4: 8 / 2.2
clkbuf_1: 6 / 0.83
dfxtp_1: 5 / 3.7
edfxtp_1: 49 / 54
ha_1: 5 / 2.3
inv_1: 11 / 1.5
nand2_1: 9 / 1.2
nand2b_1: 9 / 2.1
nand3_1: 7 / 1.3
nor2_1: 24 / 3.3
nor3_1: 8 / 1.5
nor4_1: 7 / 1.6
xnor2_1: 14 / 4.5
xor2_1: 6 / 1.9
## metal layers
metal / GRT usage [%] / wire [µm]
met1: 26.12 / 2034
met2: 28.12 / 2202
met3: 0.5362 / 59
met4: 0 / 0
met5: 0 / 0
Power and IR drop assume default switching activity.
